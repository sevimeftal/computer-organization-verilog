==> ./design.v <==
module ALU(
    input wire [7:0] A,
    input wire [7:0] B,
    input wire [3:0] FunSel,
    input wire clk,
    output reg [7:0]OutALU,
    output reg [3:0] flag_register
    );
    initial begin
        flag_register = 4'b0000;  
        OutALU = 0;               
    end
    wire [7:0]temp;  
    reg [8:0] temp_9bit;  
    always @(*) begin
        if(FunSel == 4'b0000) begin   
            OutALU = A;
        end
        else if(FunSel == 4'b0001) begin  
            OutALU = B;
        end
        else if(FunSel == 4'b0010) begin  
            OutALU = ~A;
        end
        else if(FunSel == 4'b0011) begin  
            OutALU = ~B;
        end
        else if(FunSel == 4'b0100) begin  
            temp_9bit = A + B + flag_register[2];
            flag_register[2] = temp_9bit[8];  
            flag_register[0] = (A[7] & B[7] & !temp_9bit[7]) |  (!A[7] & !B[7] & temp_9bit[7]);  
            OutALU = {temp_9bit[7:0]};
        end
        else if(FunSel == 4'b0101) begin  
            temp_9bit = A - B;
            flag_register[2] = temp_9bit[8];  
            flag_register[0] = (A[7] & !B[7] & !temp_9bit[7]) |  (!A[7] & B[7] & temp_9bit[7]);  
            OutALU = {temp_9bit[7:0]};
        end
        else if(FunSel == 4'b0110) begin  
            temp_9bit = A - B;  
            OutALU = (temp_9bit[8]== 0 )? 0:A;  
            flag_register[2] = temp_9bit[8];
        end
        else if(FunSel == 4'b0111) begin  
            OutALU = A & B;
        end
        else if(FunSel == 4'b1000) begin  
            OutALU =A | B;
        end
        else if (FunSel == 4'b1001) begin  
            OutALU =~(A & B);
        end
        else if(FunSel == 4'b1010) begin  
            OutALU =A ^ B;
        end
        else if(FunSel == 4'b1011) begin  
            flag_register[2] = A[7];  
            OutALU = {A[6:0], 1'b0};
        end
        else if(FunSel == 4'b1100) begin  
            flag_register[2] = A[0];  
            OutALU = {1'b0,A[7:1]};
        end
        else if(FunSel == 4'b1101) begin  
            OutALU = {A[6:0], 1'b0};      
        end
        else if(FunSel == 4'b1110) begin  
            OutALU = {A[7], A[7:1]};    
        end
        else if(FunSel == 4'b1111) begin  
            OutALU = {flag_register[2],A[7:1]};
            OutALU[7] = flag_register[2];
            flag_register[2] = A[0];
        end
        flag_register[1] = OutALU[7];  
        flag_register[3] =  (OutALU == 8'b00000000) ? 1 : 0;  
        end
endmodule
==> ./run.sh <==
#!/bin/bash
# OpenROAD 26Q1-2900-gdf79404cd8, Yosys 0.63+post, stock flow scripts
make -C /OpenROAD-flow-scripts/flow DESIGN_CONFIG=/design/flow/config.mk WORK_HOME=/design/flow/orfs finish
==> ./config.mk <==
export PLATFORM = sky130hd
export DESIGN_NAME = ALU
export DESIGN_NICKNAME = ALU
export VERILOG_FILES = /design/flow/design.v
export SDC_FILE = /design/flow/constraint.sdc
export NUM_CORES = 4
export LEC_CHECK = 1
export CORE_UTILIZATION = 30
==> ./constraint.sdc <==
current_design ALU

set clk_period 6.2
set clk_io_pct 0.2

create_clock -name clk0 -period $clk_period

set non_clock_inputs [all_inputs -no_clocks]
set_input_delay [expr $clk_period * $clk_io_pct] -clock clk0 $non_clock_inputs
set_output_delay [expr $clk_period * $clk_io_pct] -clock clk0 [all_outputs]
==> results.tsv <==
stage	metric	value	unit
run_status	status	finished clean	
cells_and_area	fin_cells	504	
final_timing	max_freq	165	MHz
final_timing	tightest_slew	0.698	ns
final_timing	hold_violations	0	
drt	drtIter0Drc	274	
placement	portBuffers	32	
drt	wl_per_cell	16.7	um
cells_and_area	area_growth	23.3	%
logic_synthesis	ys_sh_aoi	36.8	%
clock_tree	post-cts-setup-buffers	0	
global_routing	overflow	0	
pwr	leakage	1.28	nW
global_routing	grt_pass1_wl	13.9	mm
drt	viasPerCell	5.57	
drt	diodes	0	
drt	drtAntennaViolNets	0	
die	die_w	92.6	um
drt	wl	8.44	mm
drt	first_pass_iters	5	
global_routing	antenna_found_initial	0	
die	chipArea	8570	um^2
logic_synthesis	synthSimpleGateAreaFrac	20.7	%
die	core	7850	um^2
placement	hpwlAfterDp	6.55	mm
logic_synthesis	syn_area	2460	um^2
logic_synthesis	avgSynthCellArea	6.82	um^2
final_timing	finalSetupTns	0	ns
logic_synthesis	fa_ha_area_share	16.4	%
worst_setup_path	cp-start-kind	primary input	
final_timing	slew_violations	0	
worst_setup_path	max_stage_delay	0.55	ns
final_timing	untimed_endpoints	12	
logic_synthesis	synth_cell_type_count	69	
logic_synthesis	synthArstFlopShare	0	%
global_routing	grt_max_degree	39	
worst_setup_path	crit_arrival	4.80	ns
cells_and_area	lay_top_count	nor2_1	
die	fp_util	31.4	%
pwr	finalPower	0.000257	W
placement	dp.cells	504	
final_timing	fin_crit	6.04	ns
clock_tree	post_cts_resized	0	
pwr	power_density	84.8	nW/um^2
final_timing	rsz0062_at_grt	no	
cells_and_area	layout-drive-gt1-share	13.2	%
die	io_pins	33	
placement	gp_congestion	0.938	
logic_synthesis	netlist_instances	361	
drt	drc_errors	0	
die	num_rows	32	
cells_and_area	postLayoutCoreUtil	38.7	%
logic_synthesis	ys.flops	10	
global_routing	grt_pass1_vias	2635	
final_timing	setup_viol	0	
worst_setup_path	cp_max_fo	6	
run	max_cap_violations	0	
logic_synthesis	synth-edff-count	0	
worst_setup_path	crit_required	4.96	ns
logic_synthesis	ys_sh_mux	3.36	%
hold_path	hold_path.class	in2out	
cells_and_area	fill_cells	865	
worst_setup_path	end_kind	output pin	
global_routing	track_usage	20.8	%
drt	num_vias	2808	
logic_synthesis	yosys_warnings	2	
logic_synthesis	logic_family	AND-OR/OR-AND gates	
logic_synthesis	ys_sh_xor	6.41	%
pwr	peakVddDrop	25.5	uV
logic_synthesis	ys_chip_area	2460	um^2
cells_and_area	most-common-layout-cells	39 x nor2_1, 30 x a21oi_1, 30 x clkdlybuf4s50_1, 28 x inv_1, 27 x buf_4	
run	warnings	50	
logic_synthesis	synth-main-ff-cell	dlxtn_1	
final_timing	unclocked_regs	10	
clock_tree	hold_buffers	0	
final_timing	fin_crit_sh	97.5	%
worst_setup_path	crit_type	in2out	
worst_setup_path	crit_chain	clkdlybuf4s50_1 -> inv_1 -> buf_4 -> ha_1 -> inv_1 -> fa_1 -> nand2b_4 -> a221oi_4 -> o221a_2 -> nor2_2 -> a211o_1 -> or4_4 -> nor4b_2 -> clkdlybuf4s50_1	
worst_setup_path	critPathSlowestCell	or4_4	
die	die_y	92.6	um
final_timing	finalHoldWorstSlack	3.74	ns
logic_synthesis	yosys_cells	361	
final_timing	relSlewSlack	53.3	%
[metrics by stage]
step / instance area [um^2] / setup WS [ns]
after floorplan: 2490 / 1.33
after global placement: 3010 / 0.0588
after detailed placement: 3010 / 0.0438
after CTS: 3010 / 0.0378
after global routing: 3030 / 0.0302
final: 3030 / 0.157
[cell families (layout without fill, tap and decap cells)]
| logic type | Yosys count | in the layout |
|---|---|---|
| compound gates | 133 | 133 |
| simple gates | 104 | 104 |
| buf+inv | 56 | 90 |
| fa+ha+maj | 31 | 31 |
| xor+xnor | 18 | 18 |
| latches | 10 | 10 |
| mux | 8 | 8 |
| other cells | 1 | 8 |
[state kept, by name, indices dropped and copies added (netlist names)]
| register | count |
|---|---|
| flag_register | 2 |
| OutALU | 8 |
[cell usage after synthesis (8+ instances only)]
cell type | number | area [um^2]
inv_1 | 28 | 105
nor3_1 | 10 | 50.1
clkbuf_1 | 8 | 30.0
buf_2 | 10 | 50.1
o21ai_0 | 26 | 130
o22ai_1 | 9 | 56.3
a21oi_1 | 31 | 155
ha_1 | 25 | 313
nor2_1 | 39 | 146
nand2_1 | 24 | 90.1
xnor2_1 | 12 | 105
a22oi_1 | 9 | 67.6
dlxtn_1 | 10 | 150
[where the power goes]
part	switching (W)	total (W)	internal, W	leakage (nW)
Sequential	0.00000147	0.0000119	0.0000104	0.0808
Combinational	0.000134	0.000245	0.000111	1.20
Clock	0	0	0	0
Total	0.000136	0.000257	0.000122	1.28
[layout make-up]
| cell class | instances | area, um^2 | share of cell area (%) |
|---|---|---|---|
| multi-input cells | 302 | 2110 | 69.6 |
| inverters | 30 | 113 | 3.71 |
| flip-flops and latches | 10 | 150 | 4.95 |
| repair buffers | 60 | 533 | 17.6 |
| well taps | 102 | 128 | 4.21 |
[path summary, 6_finish.rpt]
| check | from | to | slack [ns] | cells past startpoint |
|---|---|---|---|---|
| worst max-delay path | A[0] | flag_register[3] | 0.16 | 14 |
| worst min-delay path | FunSel[0] | flag_register[3] | 3.74 | 8 |
[critical path: cells and delay by family]
family / cells / cell delay (ns)
buffers and inverters: 5 / 1.25
and+or+nand+nor: 4 / 0.99
AOI/OAI and AO/OA: 3 / 0.85
adders and majority gates: 2 / 0.46
[per-layer routing]
metal	track usage [%]	vias up	share of wire [%]
li1	-	1384	-
met1	30.9	1315	47
met2	32.1	97	44
met3	2.92	12	7.4
met4	4.04	0	2.0
met5	0	-	0
Power figures rest on the tool's default switching activity, not on a simulated workload.
